File: flow/run.sh
#!/bin/bash
# OpenROAD 26Q1-2900-gdf79404cd8, Yosys 0.63+post, stock flow scripts
make -C /OpenROAD-flow-scripts/flow DESIGN_CONFIG=/design/flow/config.mk WORK_HOME=/design/flow/orfs finish
File: flow/config.mk
export PLATFORM = sky130hd
export DESIGN_NAME = Timer
export DESIGN_NICKNAME = Timer
export VERILOG_FILES = /design/flow/design.v
export SDC_FILE = /design/flow/constraint.sdc
export NUM_CORES = 4
export LEC_CHECK = 1
export CORE_UTILIZATION = 30
File: flow/constraint.sdc
current_design Timer

set clk_period 8.9
set clk_io_pct 0.2

create_clock -name clk0 -period $clk_period [get_ports {clk}]

set non_clock_inputs [all_inputs -no_clocks]
set_input_delay [expr $clk_period * $clk_io_pct] -clock clk0 $non_clock_inputs
set_output_delay [expr $clk_period * $clk_io_pct] -clock clk0 [all_outputs]
File: flow/design.v
`timescale  1ns / 1ps
module Timer (
         clk,
         reset,
         en,
         wen,
         address,
         din,
         dout,
         IRQ
       );
input clk, reset, en, wen;
input [31: 0] address, din;
output [31: 0] dout;
output IRQ;
reg [31: 0] TH, TL, TCON;
assign IRQ = TCON[2];
assign dout = ~en ? 32'h0 :
       (address[3 : 0] == 4'h8) ? TCON :
       (address[3 : 0] == 4'h4) ? TL :
       TH;
always @(posedge clk)
  begin
    if (reset)
      begin
        TH <= 32'h00000000;
        TL <= 32'h00000000;
        TCON <= 32'h00000000;
      end
    else
      begin
        if (wen)
          begin
            if (address[3: 0] == 4'h8)
              begin
                TCON <= din;
              end
            else if (address[3: 0] == 4'h4)
              begin
                TL <= din;
              end
            else
              begin
                TH <= din;
              end
          end
        else
          begin
            if (TCON[0])
              begin
                if ( & TL)
                  begin
                    TL <= TH;
                    TCON[2] <= TCON[1];
                  end
                else
                  begin
                    TL <= TL + 32'b1;
                  end
              end
          end
      end
  end
endmodule
==> results.json <==
{
  "outcome": "completed",
  "place_congestion": 0.892,
  "path_clk_slew_ns": 0.06,
  "yosysCellCount": 776,
  "hold_path_class": "flip-flop to flip-flop",
  "fin_util_pct": 37.0,
  "die_w_um": 138,
  "rsz0062_at_grt": "false",
  "drt_wl_total_mm": 18.6,
  "initCoreUtil_pct": 30.7,
  "first_pass_iters": 4,
  "tool_warnings": 53,
  "wl_per_cell_um": 17.8,
  "synthArstFlopShare_pct": 0,
  "io_pins": 101,
  "grtUsageMet1_pct": 30.1,
  "ys.flops": 96,
  "grt_use_met2_pct": 33.9,
  "slowest_stage": "or4b_2",
  "dpl.cell_count": 1027,
  "ys_area_um2": 5510,
  "fin_cells": 1043,
  "cts_buffers": 9,
  "fin_worst_skew_ns": 0.00912,
  "netlist_area_um2": 5510,
  "tns_ns": 0,
  "tightest_slew_ns": 0.805,
  "crit_family": "buffers and inverters",
  "cts_tree": "built",
  "ys_seq_share_pct": 34.9,
  "worstHoldStart": "TCON[13]",
  "grt_start_max_net_pins": 51,
  "cts_hold_buf": 0,
  "drtIter0Drc": 418,
  "flop_cell": "dfxtp_1",
  "timing.fmax_ghz": 0.158,
  "grt.overflow.total": 0,
  "lay_top_cells": "214 x nand2_1, 101 x a21oi_1, 96 x dfxtp_1",
  "maxCapViolCount": 0,
  "path_cells": "clkdlybuf4s50_1 -> or4b_2 -> buf_4 -> a311oi_1 -> clkdlybuf4s50_1",
  "htree_num_levels": 3,
  "hpwl_mm": 12.1,
  "n_fill_cell": 1890,
  "num_vias": 5828,
  "path_max_fanout": 38,
  "total_leakage_power_nw": 2.20,
  "criticalPathCategory": "input port to output pin",
  "stdcell_area_um2": 6660,
  "vdd_ir_drop_max_mv": 0.103,
  "vias_per_cell": 5.59,
  "setup_viol": 0,
  "finalCritPeriodShare_pct": 71.2,
  "area_delta_synth_final_pct": 20.8,
  "cpMostUsedCell": "clkdlybuf4s50_1",
  "slew_headroom_pct": 45.9,
  "row_count": 49,
  "worst_path_largest_cell_delay_ns": 1.04,
  "crit_path_end_kind": "output pin",
  "placed_area_um2": 6350,
  "synth-edff-count": 0,
  "p_per_area_nw_per_um2": 146,
  "cts_buffer_depth": 2,
  "worstSetupStartpointType": "input port",
  "final_period_minus_worst_setup_slack_ns": 6.34,
  "cp_data_arrival_time_ns": 4.56,
  "drive_above_1_share_pct": 6.63,
  "r2r-start": "TL[0]",
  "timing_hold_violations_final": 0,
  "drtAntennaViolNets": 0,
  "num_antenna_cells": 0,
  "postCtsSetupBuffers": 0,
  "cp-startpoint": "address[1]",
  "grtUsageTotal_pct": 20.8,
  "drv_slew": 0,
  "clkLatencyLatePin_ns": 0.36,
  "cts_root_buffer": "clkbuf_16",
  "drc": 0,
  "syn_inst": 776,
  "die_y_um": 138,
  "lay_top_count": "nand2_1",
  "grt_pass1_vias": 5502,
  "antenna_found_initial": 0,
  "post_cts_resized": 0,
  "io_buffers": 72,
  "met3_usage_pct": 3.00,
  "crit_buf_inv": 3,
  "synth.distinct_cells": 68,
  "ys_warn_count": 1,
  "clkSinkCount": 96,
  "grt_pass1_wl_mm": 30.1,
  "die_area_um2": 18900,
  "top_usage_layer": "met2",
  "coreArea_um2": 18000,
  "cp.required_ns": 7.12,
  "avgSynthCellArea_um2": 7.10
}
## cell families (layout without fill, tap and decap cells)
logic type / after synthesis / count (layout) / synth area share [%]
AND-OR/OR-AND: 226 / 226 / 26.8
XOR/XNOR: 3 / 3 / 0.477
adder cells (fa/ha/maj): 1 / 1 / 0.227
buffers and inverters: 78 / 116 / 6.13
flip-flops: 96 / 96 / 34.9
multiplexers: 6 / 6 / 1.11
AND/OR/NAND/NOR: 366 / 366 / 30.4
## final cells by class
cell class                 instances  area, µm²  share of cell area (%)
multi-input combinational        602       3260                    49.0
clock inverter                     3       40.0                   0.602
tap                              229        287                    4.31
timing repair buffer              90        851                    12.8
sequential                        96       1920                    28.9
clock buffer                      13        260                    3.91
inverter                          10       37.5                   0.564
## through the flow
step | power (mW) | hold slack [ns] | worst slack (ns)
2_1_floorplan | 0.518 | 0.437 | 4.05
3_3_place_gp | 0.575 | 0.444 | 2.55
3_5_place_dp | 0.576 | 0.447 | 2.56
4_1_cts | 0.978 | 0.456 | 2.55
5_1_grt | 1.01 | 0.480 | 2.43
6_report | 0.970 | 0.454 | 2.56
## sequential cells by signal, indices dropped and copies added, names as in the netlist
| register | flops |
|---|---|
| TL | 32 |
| TCON | 32 |
| TH | 32 |
## worst reg2reg max path, cell delays in order, from the launching register on
cell and delay, ns:
dfxtp_1 0.46, ha_1 0.25, nand3_2 0.18, nor2_1 0.52
nand3_1 0.70, mux2i_1 0.27, a2111oi_1 0.39
## synth_stat cells (4+ instances only)
library cell,n,area [µm²]
clkbuf_1,40,150
o32ai_1,4,35.0
a31oi_1,6,37.5
nor3_1,12,60.1
buf_2,23,115
a211oi_1,12,90.1
inv_1,10,37.5
o211ai_1,6,45.0
o21ai_0,18,90.1
o21a_1,6,45.0
and2_1,5,31.3
mux2i_1,5,50.1
nand4_1,19,119
nand2_1,214,803
o22ai_1,5,31.3
nand3_1,24,120
and3_1,5,31.3
nor2_1,51,191
a21oi_1,101,505
dfxtp_1,96,1920
a311oi_1,34,298
or3_1,7,43.8
## report_power, final
group / switching [mW] / internal (mW)
Combinational: 0.0619 / 0.0503
Sequential: 0.0115 / 0.442
Clock: 0.172 / 0.233
## per-layer routing
layer	wire (µm)	up-vias
li1	-	2855
met1	8650	2792
met2	8710	156
met3	950	25
met4	308	0
met5	0	-
## path summary, 6_finish.rpt
| check | to | slack (ns) | cells past startpoint |
|---|---|---|---|
| min | TCON[13] | 0.45 | 2 |
| min reg2reg | TCON[13] | 0.45 | 2 |
| max reg2reg | TL[3] | 6.01 | 6 |
| max | dout[12] | 2.56 | 5 |
Power figures rest on the tool's default switching activity, not on a simulated workload.
