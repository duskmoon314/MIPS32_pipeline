==> /design/flow/design.v <==
`timescale  1ns / 1ps
module ALU (
         input_1,
         input_2,
         ALUCtrl,
         sign,
         zero,
         result
       );
input [31: 0] input_1, input_2;
input [4: 0] ALUCtrl;
input sign;
output zero;
output reg [31 : 0] result;
assign zero = (result == 0);
wire [1: 0] ss;
assign ss = {input_1[31], input_2[31]};
wire lt_31;
assign lt_31 = (input_1[30: 0] < input_2[30: 0]);
wire lt_signed;
assign lt_signed = (input_1[31] ^ input_2[31]) ?
       ((ss == 2'b01) ? 0 : 1) : lt_31;
always @( * )
  begin
    case (ALUCtrl)
      5'b00000:
        result <= input_1 & input_2;
      5'b00001:
        result <= input_1 | input_2;
      5'b00010:
        result <= input_1 + input_2;
      5'b00110:
        result <= input_1 - input_2;
      5'b00111:
        result <= {31'h00000000, sign ? lt_signed : (input_1 < input_2)};
      5'b01100:
        result <= ~(input_1 | input_2);
      5'b01101:
        result <= input_1 ^ input_2;
      5'b10000:
        result <= (input_2 << input_1[10: 6]);
      5'b10001:
        result <= (input_2 >> input_1[10: 6]);
      5'b10010:
        result <= ({{32{input_2[31]}}, input_2} >> input_1[10: 6]);
      default:
        result <= 32'h00000000;
    endcase
  end
endmodule
==> /design/flow/run.sh <==
#!/bin/bash
# OpenROAD 26Q1-2900-gdf79404cd8, Yosys 0.63+post, stock flow scripts
make -C /OpenROAD-flow-scripts/flow DESIGN_CONFIG=/design/flow/config.mk WORK_HOME=/design/flow/orfs finish
==> /design/flow/config.mk <==
export PLATFORM = sky130hd
export DESIGN_NAME = ALU
export DESIGN_NICKNAME = ALU
export VERILOG_FILES = /design/flow/design.v
export SDC_FILE = /design/flow/constraint.sdc
export NUM_CORES = 4
export LEC_CHECK = 1
export CORE_UTILIZATION = 50
==> /design/flow/constraint.sdc <==
current_design ALU

set clk_period 20.7
set clk_io_pct 0.2

create_clock -name clk0 -period $clk_period

set non_clock_inputs [all_inputs -no_clocks]
set_input_delay [expr $clk_period * $clk_io_pct] -clock clk0 $non_clock_inputs
set_output_delay [expr $clk_period * $clk_io_pct] -clock clk0 [all_outputs]
==> impl_metrics.ini <==
; implementation run metrics
[run_status]
outcome = completed

[pwr]
p_leak_nw = 4.49
p_sw_w = 0.000184
peakVddDrop_uv = 14.5
pwr-share-clk = 0
p_int_w = 0.000114
switching_share = 0.618
powerDensity_nw_per_um2 = 27.6
pwr-share-comb = 1.000
p_seq_frac = 0

[floorplan]
rows = 50
core_um2 = 18900
ioPinCount = 103
die-area_um2 = 20100
fp-utilization = 0.516
die_height_um = 142
fp.dieW_um = 142

[clocking]
cts.repair.resized = 0
cts_setup_buffers = 0
hold_buffers = 0

[synthesis]
synth.distinct_cells = 93
synth_seq_share = 0
ys_top_cells_by_count = nand2_1 (124), nor2_1 (123), ha_1 (100), inv_1 (94), a21oi_1 (92)
synth.most_common_cell = nand2_1
yosys.area.top_type = ha_1
synthCells = 1396
ys_cells = 1396
synthTopCellsByArea = ha_1 (13%), mux4_2 (8.1%), mux2i_1 (7.6%)
ys_chip_area_um2 = 9760
synth_top_area_share = 0.128
ys_warn_count = 1
avgSynthCellArea_um2 = 6.99
syn-cell-area_um2 = 9760

[timing]
timing.fmax_mhz = 65.3
worst_pin_slew_ns = 0.921
relSlewSlack = 0.384
rsz0062_at_grt = false
finalSetupViolCount = 0
min_period_ns = 15.30
finalHoldViolations = 0
finalMaxSlewViolations = 0
fin_crit_sh = 0.739
layout_setup_ws_ns = 5.40
tns_ns = 0

[finish]
clock_buffers = 0
seqCellArea_um2 = 0
finalInstanceArea_um2 = 10800
stdcell_count = 1677
drive_gt1_frac = 0.0834
utilization = 0.572
n_fill_cell = 1799
area_growth_pct = 10.7
seq_cell_count = 0

[placed_design]
place_ws_ns = 5.61
port_buffers = 103
gp_congestion = 1.10
dp_hpwl_um = 38100
placed_area_um2 = 10800
dpl.cell_count = 1675

[setup_path]
worstSetupStartpoint = input_1[8]
cp-end-kind = output pin
startpoint_type = input pin
cp.required_ns = 16.56
critPathKind = input pin to output pin
cp_max_fo = 57
crit_arrival_ns = 11.16
crit_path_end = zero

[global_route]
grt_max_degree = 67
gr-usage-met1 = 0.648
antenna_found_initial = 1
grt_usage = 0.492
met2_usage = 0.723
grt_pass1_wl_um = 71500
use_met3 = 0.125
grt-busiest-layer = met2
grt_pass1_vias = 11170
gr-total-overflow = 0

[routing]
drc_errors = 0
via_per_inst = 7.38
routed_wl_um = 49000
via_count = 12382
drtIter0Drc = 1569
drt_first_pass_iters = 9
avgRoutedWirePerCell_um = 29.2
postRouteAntennaNets = 0

[flow_run]
cap_violations = 0
warning_count = 101

[worst_hold_path]
hold_path.class = input pin to output pin
cells in the final DEF, fill, tap and decap left out, types with 10 or more instances in the layout:
| master | instances |
|---|---|
| clkdlybuf4s50_1 | 99 |
| o21ai_0 | 67 |
| xnor2_1 | 10 |
| a221oi_1 | 24 |
| nor4_1 | 13 |
| nor3_1 | 36 |
| nand4_1 | 22 |
| or3_1 | 14 |
| a21o_1 | 23 |
| nor2b_1 | 17 |
| nand2_1 | 124 |
| ha_1 | 100 |
| or4_1 | 11 |
| mux4_2 | 35 |
| a22oi_1 | 12 |
| inv_1 | 94 |
| a21oi_1 | 92 |
| nand3_1 | 42 |
| mux2i_1 | 74 |
| a31oi_1 | 14 |
| buf_4 | 28 |
| and2_1 | 13 |
| mux2_2 | 19 |
| a221o_1 | 10 |
| a211oi_1 | 20 |
| nor2_1 | 123 |
| o211ai_1 | 30 |
| o31ai_1 | 19 |
| o22ai_1 | 18 |
| nand2b_1 | 11 |
final cells by class:
type                            count  area, um^2  area share
Timing Repair Buffer              130        1220       0.113
Antenna cell                        2        5.00    0.000463
Tap cell                          260         325      0.0301
Multi-Input combinational cell   1189        8900       0.824
Inverter                           96         360      0.0334
worst min path at each step:
| stage | startpoint | end | slack (ns) | cells after the start |
|---|---|---|---|---|
| CTS | input_1[9] | result[7] | 9.52 | 7 |
| global route | sign | result[0] | 9.59 | 5 |
| finish | sign | result[0] | 9.54 | 5 |
power by group through the flow:
| stage | logic, W | registers [W] | clock network [W] |
|---|---|---|---|
| CTS | 0.000285 | 0 | 0 |
| global route | 0.000313 | 0 | 0 |
| finish | 0.000298 | 0 | 0.0000000000225 |
cell families after synthesis:
| kind of cell | after synthesis | synth area share |
|---|---|---|
| adder cells (fa/ha/maj) | 103 | 0.134 |
| XOR/XNOR | 13 | 0.0117 |
| AND/OR/NAND/NOR | 473 | 0.240 |
| buffers and inverters | 207 | 0.0886 |
| multiplexers | 130 | 0.182 |
| AND-OR/OR-AND | 470 | 0.343 |
critical path, cell delays in order:
cell and delay [ns]:
buf_2 0.08, buf_4 0.52, inv_1 0.33, buf_4 0.36, ha_1 0.58, inv_1 0.13, a221oi_1 0.52, a21oi_1 0.16
nor3_1 0.62, a211oi_2 0.20, nor4b_1 0.46, o21ba_2 0.22, nor2_1 0.04, nor2_1 0.12, o21bai_1 0.09, fa_1 0.43
a221oi_1 0.29, o2111ai_1 0.14, or4_1 0.59, or3b_1 0.38, nor4_2 0.21, clkdlybuf4s50_1 0.50
through the flow:
| step | total power [W] | hold WS (ns) |
|---|---|---|
| floorplan | 0.000178 | 8.43 |
| global placement | 0.000283 | 9.48 |
| detailed placement | 0.000283 | 9.52 |
| CTS | 0.000285 | 9.52 |
| global route | 0.000313 | 9.59 |
| finish | 0.000298 | 9.54 |
metal layers:
metal	share of wire	routed length, um	vias to the layer above
met4	0.082	4000	0
met3	0.13	6280	243
met5	0	0	-
li1	-	-	5382
met2	0.42	20300	1054
met1	0.37	18400	5703
Power figures rest on the tool's default switching activity, not on a simulated workload.
